**flow/run.sh**
```bash
#!/bin/bash
# OpenROAD 26Q1-2900-gdf79404cd8, Yosys 0.63+post, stock flow scripts
make -C /OpenROAD-flow-scripts/flow DESIGN_CONFIG=/design/flow/config.mk WORK_HOME=/design/flow/orfs finish
```
**flow/config.mk**
```make
export PLATFORM = sky130hd
export DESIGN_NAME = tmds_encoder
export DESIGN_NICKNAME = tmds_encoder
export VERILOG_FILES = /design/flow/design.v
export SDC_FILE = /design/flow/constraint.sdc
export NUM_CORES = 4
export LEC_CHECK = 1
export CORE_UTILIZATION = 50
export SYNTH_HDL_FRONTEND = slang
```
**flow/constraint.sdc**
```tcl
current_design tmds_encoder

set clk_period 6.5
set clk_io_pct 0.2

create_clock -name clk0 -period $clk_period [get_ports {PIXEL_CLK}]

set non_clock_inputs [all_inputs -no_clocks]
set_input_delay [expr $clk_period * $clk_io_pct] -clock clk0 $non_clock_inputs
set_output_delay [expr $clk_period * $clk_io_pct] -clock clk0 [all_outputs]
```
**flow/design.v**
```verilog
;; 
;; 
module tmds_encoder(
    input wire PIXEL_CLK,
    input wire RESET,
    input wire ACTIVE,
    input wire HSYNC,
    input wire VSYNC,
    input wire [7:0] DATA,
    output wire [9:0] TMDS_DATA
);
wire [3:0] ones_count_s1;
wire use_xnor_s1;
wire [8:0] data_s2;
wire invert_output_s3;
wire add_two_s3;
wire needs_rebalance_s3;
wire negative_rebalance_s3;
wire [4:0] diff_s3;
reg [4:0] disparity;
reg [7:0] data_s2r;
reg [3:0] ones_count_s2r;
reg use_xnor_s2r;
reg active_s2r;
reg vsync_s2r;
reg hsync_s2r;
reg [8:0] data_s3r;
reg [3:0] ones_count_s3r;
reg [3:0] diff_s3r;
reg active_s3r;
reg vsync_s3r;
reg hsync_s3r;
reg [9:0] output_data;
assign ones_count_s1 = ((DATA[0] + DATA[1]) + (DATA[2] + DATA[3])) + ((DATA[4] + DATA[5]) + (DATA[6] + DATA[7]));
assign use_xnor_s1 = (ones_count_s1 > 4) || (ones_count_s1 == 4 && DATA[0] == 0);
assign data_s2[0] = data_s2r[0];
assign data_s2[1] = use_xnor_s2r ? (data_s2r[0] ~^ data_s2r[1]) : (data_s2r[0] ^ data_s2r[1]);
assign data_s2[2] = use_xnor_s2r ? (data_s2[1] ~^ data_s2r[2]) : (data_s2[1] ^ data_s2r[2]);
assign data_s2[3] = use_xnor_s2r ? (data_s2[2] ~^ data_s2r[3]) : (data_s2[2] ^ data_s2r[3]);
assign data_s2[4] = use_xnor_s2r ? (data_s2[3] ~^ data_s2r[4]) : (data_s2[3] ^ data_s2r[4]);
assign data_s2[5] = use_xnor_s2r ? (data_s2[4] ~^ data_s2r[5]) : (data_s2[4] ^ data_s2r[5]);
assign data_s2[6] = use_xnor_s2r ? (data_s2[5] ~^ data_s2r[6]) : (data_s2[5] ^ data_s2r[6]);
assign data_s2[7] = use_xnor_s2r ? (data_s2[6] ~^ data_s2r[7]) : (data_s2[6] ^ data_s2r[7]);
assign data_s2[8] = ~use_xnor_s2r;
assign needs_rebalance_s3 = (disparity == 0) || (ones_count_s3r == 4);
assign negative_rebalance_s3 = disparity[4] ^ (ones_count_s3r > 4);
assign invert_output_s3 = (~data_s3r[8] && needs_rebalance_s3) || (negative_rebalance_s3 && ~needs_rebalance_s3);
assign add_two_s3 = data_s3r[8] ^ negative_rebalance_s3;
assign diff_s3 = add_two_s3 ? ({1'b0, diff_s3r} - 5'd2) : {1'b0, diff_s3r};
assign TMDS_DATA = output_data;
always @ (posedge PIXEL_CLK) begin
    if (RESET == 1) begin
        disparity <= 0;
        data_s2r <= 0;
        use_xnor_s2r <= 0;
        ones_count_s2r <= 0;
        active_s2r <= 0;
        vsync_s2r <= 0;
        hsync_s2r <= 0;
        data_s3r <= 0;
        ones_count_s3r <= 0;
        diff_s3r <= 0;
        active_s3r <= 0;
        vsync_s3r <= 0;
        hsync_s3r <= 0;
    end else begin
        data_s2r <= DATA;
        use_xnor_s2r <= use_xnor_s1;
        ones_count_s2r <= ones_count_s1;
        active_s2r <= ACTIVE;
        vsync_s2r <= VSYNC;
        hsync_s2r <= HSYNC;
        data_s3r <= data_s2;
        ones_count_s3r <= ones_count_s2r;
        diff_s3r <= 4'd8 - ones_count_s2r;
        active_s3r <= active_s2r;
        vsync_s3r <= vsync_s2r;
        hsync_s3r <= hsync_s2r;
        if (active_s3r) begin
            disparity <= invert_output_s3 ? (disparity - diff_s3) : (disparity + diff_s3);
            output_data <= {invert_output_s3, data_s3r[8], invert_output_s3 ? (~data_s3r[7:0]) : data_s3r[7:0]};
        end else begin
            case ({vsync_s3r, hsync_s3r})
                2'b00: output_data <= 10'b1101010100;
                2'b01: output_data <= 10'b0010101011;
                2'b10: output_data <= 10'b0101010100;
                2'b11: output_data <= 10'b1010101011;
            endcase
        end
    end
end
endmodule
```
==> results.toml <==
# implementation run metrics
[pwr]
totalPowerFinal_mw = 1.04
p_leak_nw = 1.19
powerDensity_mw_per_mm2 = 363
worst_ir_drop_vdd_mv = 0.174

[detailed_routing]
vias = 1634
ant_nets = 0
wl_per_cell_um = 11.1
num_antenna_cells = 0
firstDrtPassIters = 4
first_iter_violations = 98
drt_wl_total_mm = 3.80
avgViaCountPerCell = 4.76
drc = 0

[final_timing]
hold_slack_ps = 439
fin_tns_setup_ps = 0
fin_skew_ps = 5.89
rsz0062_at_grt = "false"
drv_slew = 0
fmax_mhz = 243
tightest_slew_ps = 523
setup_violations = 0
maxSlewHeadroom_pct = 64.7
finalCritPeriodShare_pct = 63.4
hold_violations = 0
fin_crit_ps = 4120

[place]
placed_area_mm2 = 0.00278
placed_cells = 335
gp_congestion = 0.846
portBuffers = 22
hpwlAfterDp_mm = 2.76

[yosys]
aoi_share_pct = 6.96
ys_sh_simple_pct = 18.1
yosysWarnings = 0
ff_type = "dfxtp_1"
largest_area_cell = "dfxtp_1"
synth_area_per_cell_um2 = 9.91
yosysUniqueCellTypes = 47
yosys.area_share.adder_pct = 10.4
ys_sh_mux_pct = 3.93
area_leaders = "dfxtp_1 (32%), edfxtp_1 (12%), xnor2_1 (7.3%)"
async_flop_share_pct = 0
ys_seq_share_pct = 43.7
top_area_share_pct = 31.8
top_logic_kind = "simple AND/OR/NAND/NOR gates"
synth_flops = 50
ys_cells = 254
ys_sh_xor_pct = 11.2
synth-edff-count = 10
postSynthCellCount = 254
synth_dominant_cell_count = "dfxtp_1"
ys_chip_area_mm2 = 0.00252
synthTopCellsByCount = "dfxtp_1 (40), nor2_1 (31), nand2_1 (22), inv_1 (21), xnor2_1 (21)"
synth_area_mm2 = 0.00252

[final_layout]
area_growth_pct = 13.8
drive_gt1_share_pct = 5.80
fin_area_mm2 = 0.00287
fin_cells = 343

[clock_tree]
hold_buffers = 0
post-cts-setup-buffers = 0
clock_latency_ps = 300
ctsResizeCount = 0
h-tree-depth = 2
clock_sinks = 50
clock_path_buffers = 2
cts_buffers = 5
cts_root_buf = "clkbuf_8"
cts_tree = "built"
clk_pin_slew_ps = 80

[global_route]
antenna_found_initial = 0
grt_util_all_layers_pct = 16.4
grt_overflow = 0
first_global_vias = 1520
grt_max_degree = 41
grt_pass1_wl_mm = 6.58

[setup_path]
worst_setup_path_end_kind = "flop"
cpMaxStageDelayCell = "fa_1"
worstSetupPathType = "in -> reg"
cp_slowest_stage_delay_ps = 560
cpMostUsedCell = "fa_1"
cp.arrival_ps = 4320
path_cells = "clkdlybuf4s50_1 > fa_1 > inv_1 > fa_1 > fa_1 > inv_1 > ha_1 > inv_1 > fa_1 > nand2_1 > o21ai_0 > nand2b_1"
worst-path-max-fanout = 3
required_ps = 6690
rrSetupSlack_ps = 2400
start_kind = "input pin"

[floorplan]
fp.dieH_um = 73.0
io_pins = 23
fp_util_pct = 52.6
rows = 25
die_w_um = 73.0
coreArea_mm2 = 0.00479
die-area_mm2 = 0.00532

[min_path]
hold_path.class = "reg -> reg"

[flow_run]
warnings = 29
drv_cap = 0

[outcome]
status = "finished, final reports clean"
[per-layer routing]
| layer | vias up | routed length [um] | global-route usage (%) |
|---|---|---|---|
| met5 | - | 0 | 0 |
| met4 | 0 | 68 | 2.40 |
| met3 | 6 | 181 | 3.92 |
| met2 | 36 | 1560 | 24.0 |
| met1 | 718 | 1980 | 26.3 |
| li1 | 874 | - | - |
[stage by stage]
stage	utilization, %	worst slack (ps)
finish	59.9	2380
global route	59.9	2170
CTS	59.9	2380
detailed placement	58.1	2050
global placement	58.1	2100
floorplan	-	2680
[final cells by class]
class | count | area (um^2)
Multi-Input combinational cell | 172 | 1280
Timing Repair Buffer | 25 | 243
Inverter | 21 | 78.8
Fill cell | 427 | 1920
Clock buffer | 7 | 76.3
Sequential cell | 50 | 1100
Clock inverter | 1 | 6.26
Tap cell | 67 | 83.8
[power breakdown]
| part | leakage (nW) | internal, mW | switching, mW | total, mW |
|---|---|---|---|---|
| registers | 0.428 | 0.367 | 0.0355 | 0.402 |
| clock network | 0.0428 | 0.0765 | 0.0966 | 0.173 |
| logic | 0.723 | 0.236 | 0.227 | 0.464 |
| total | 1.19 | 0.679 | 0.360 | 1.04 |
[placed cells by master, fill, tap and decap left out, types with 3 or more instances in the layout]
cell type / n
dfxtp_1: 40
nor2_1: 31
nand2_1: 22
clkdlybuf4s50_1: 22
inv_1: 21
xnor2_1: 21
nor2b_1: 15
ha_1: 13
edfxtp_1: 10
nor3_1: 7
a21oi_1: 6
xor2_1: 6
mux2i_1: 5
fa_1: 5
clkbuf_8: 5
nor4_1: 3
a21o_1: 3
buf_4: 3
[cells by family after synthesis]
kind of cell             count (synthesis)
AND-OR/OR-AND                           24
XOR/XNOR                                29
adder cells (fa/ha/maj)                 18
buffers and inverters                   32
flip-flops                              50
multiplexers                             9
AND/OR/NAND/NOR                         92
[critical path: cells and delay by family]
family	cells	cell delay, ps
buffers and inverters	4	650
adder cells (fa/ha/maj)	5	2120
AND-OR/OR-AND	1	140
AND/OR/NAND/NOR	2	120
[registers in the layout, summed over array words and instances, names as in the netlist]
name,flops
TMDS_DATA,10
data_s3r,9
data_s2r,8
disparity,5
ones_count_s2r,4
ones_count_s3r,4
diff_s3r,3
active_s2r,1
active_s3r,1
hsync_s2r,1
hsync_s3r,1
use_xnor_s2r,1
vsync_s2r,1
vsync_s3r,1
[final timing paths]
| check | start | end | depth (start not counted) |
|---|---|---|---|
| hold / removal | hsync_s2r | hsync_s3r | 1 |
| setup / recovery | DATA[0] | use_xnor_s2r | 12 |
| setup reg to reg | ones_count_s3r[0] | disparity[4] | 13 |
| hold reg to reg | hsync_s2r | hsync_s3r | 1 |
No activity file was given, so power comes from the tool's default toggle rates.
